[flow/run.sh]
#!/bin/bash
# OpenROAD 26Q1-2900-gdf79404cd8, Yosys 0.63+post, stock flow scripts
make -C /OpenROAD-flow-scripts/flow DESIGN_CONFIG=/design/flow/config.mk WORK_HOME=/design/flow/orfs finish
[flow/config.mk]
export PLATFORM = sky130hd
export DESIGN_NAME = clock_timer
export DESIGN_NICKNAME = clock_timer
export VERILOG_FILES = /design/flow/design.v
export SDC_FILE = /design/flow/constraint.sdc
export NUM_CORES = 4
export LEC_CHECK = 1
export CORE_UTILIZATION = 30
[flow/constraint.sdc]
current_design clock_timer

set clk_period 4.7
set clk_io_pct 0.2

create_clock -name clk0 -period $clk_period [get_ports {clk}]

set non_clock_inputs [all_inputs -no_clocks]
set_input_delay [expr $clk_period * $clk_io_pct] -clock clk0 $non_clock_inputs
set_output_delay [expr $clk_period * $clk_io_pct] -clock clk0 [all_outputs]
[flow/design.v]
`timescale 1ns / 1ps
module astable_pulse(
    input wire clk,                
    output reg divided_clk = 0     
    );
    localparam div_value = 50_000_000;   
    integer counter_value = 0;   
    always @(posedge clk) begin
        if (counter_value >= div_value - 1) begin
            counter_value <= 0;                 
            divided_clk <= ~divided_clk;        
        end
        else begin
            counter_value <= counter_value + 1;   
        end
    end
endmodule
`timescale 1ns / 1ps
module clock_timer(
    input clk,  
    input wire select_switch,  
    input wire manual_pulse,   
    input wire hlt,  
    output wire clock8bit,  
    output wire manual_pulse_led,   
    output wire one_hz_led   
    );
    wire onehzclock;  
    wire[2:0] output_lines;  
    assign manual_pulse_led = manual_pulse;
    assign one_hz_led = onehzclock;
    astable_pulse ap (
        .clk(clk), 
        .divided_clk(onehzclock)
        );
    assign output_lines[0] = onehzclock & select_switch;
    assign output_lines[1] = (~select_switch)& manual_pulse;
    assign output_lines[2] = ~hlt;
    wire combination_line = (output_lines[0]| output_lines[1]);
    assign clock8bit = combination_line & output_lines[2];
endmodule
==> flow_metrics.env <==
# implementation run metrics
export IMPL_largest_area_cell="dfxtp_1"
export IMPL_cp_top_family="buffers and inverters"
export IMPL_die_w_um=73.5
export IMPL_synthDistinctLibCells=31
export IMPL_power_uw=517
export IMPL_grt_pass1_vias=1159
export IMPL_ys_area_um2=1530
export IMPL_clock_latency_ps=280
export IMPL_synth_flops=33
export IMPL_synth_area_um2=1530
export IMPL_critical_path_class="primary input to output port"
export IMPL_drt_iter0_markers=36
export IMPL_numCtsBuffers=5
export IMPL_ant_nets=0
export IMPL_vias=1241
export IMPL_hpwl_um=1990
export IMPL_period_needed_ps=2990
export IMPL_endpoint_kind="output port"
export IMPL_setup_total_negative_slack_ps=0
export IMPL_hold_violations=0
export IMPL_cts_sink_count=33
export IMPL_clkPwrFrac_pct=44.8
export IMPL_final_setup_viol_count=0
export IMPL_crit_top_cell="clkdlybuf4s50_1"
export IMPL_power_density_nw_per_um2=295
export IMPL_yosysWarnings=1
export IMPL_p_int_uw=417
export IMPL_synth_avg_cell_area_um2=8.37
export IMPL_crit_fanout=1
export IMPL_ctsHoldBuffers=0
export IMPL_ys_seq_share_pct=43.8
export IMPL_outcome="finished clean"
export IMPL_grt_busiest_layer="met1"
export IMPL_holdCritStartpoint="ap.counter_value[0]"
export IMPL_h_tree_depth=2
export IMPL_cts_root_buf="clkbuf_8"
export IMPL_tightest_slew_ps=903
export IMPL_warning_count=25
export IMPL_grt_use_total_pct=11.7
export IMPL_drc=0
export IMPL_met3_usage_pct=2.36
export IMPL_post_route_period_util_pct=63.6
export IMPL_skew_ps=2.47
export IMPL_core_area_um2=4820
export IMPL_vdd_drop_max_mv=0.187
export IMPL_clk_pin_slew_ps=70
export IMPL_cts_resized=0
export IMPL_rsz0062_at_grt="no"
export IMPL_leakagePower_nw=0.620
export IMPL_dpl_cell_count=251
export IMPL_grt_remaining_overflow=0
export IMPL_swShare_pct=19.4
export IMPL_globalplace_congestion=0.826
export IMPL_path_buffers=2
export IMPL_common_cells="32 x dfxtp_1, 32 x nor2_1, 15 x nand2_1"
export IMPL_cts_tree="built"
export IMPL_crit_start="select_switch"
export IMPL_grt_pass1_wl_um=5000
export IMPL_maxCapViolations=0
export IMPL_r2r_start="ap.counter_value[0]"
export IMPL_met1_usage_pct=18.0
export IMPL_gr_usage_met2_pct=17.4
export IMPL_min_path_type="register to register"
export IMPL_antenna_found_initial=0
export IMPL_wire_per_inst_um=10.9
export IMPL_maxSlewHeadroom_pct=39.3
export IMPL_num_rows=25
export IMPL_max_stage_delay_ps=470
export IMPL_wirelength_um=2820
export IMPL_cp_arrival_ps=2050
export IMPL_vias_per_cell=4.79
export IMPL_io_buffers=6
export IMPL_chipArea_um2=5390
export IMPL_power_switching_uw=100
export IMPL_drive_gt1_share_pct=7.29
export IMPL_dr_pass1_iters=4
export IMPL_crit_slowest_cell="clkdlybuf4s50_1"
export IMPL_initial_core_util_pct=31.8
export IMPL_path_cells="clkdlybuf4s50_1, mux2i_1, nor2_1, clkdlybuf4s50_1"
export IMPL_synthArstFlopShare_pct=0
export IMPL_holdWs_ps=470
export IMPL_yosys_stat_cells=183
export IMPL_ios=7
export IMPL_maxSlewViolCount=0
export IMPL_instances_no_fill=259
export IMPL_post_cts_setup_buffers=0
export IMPL_critPathRequiredTime_ps=3760
export IMPL_area_leaders="dfxtp_1 42%, nor2_1 7.8%, xnor2_1 6.9%, xor2_1 6.3%, nand3_1 3.9%"
export IMPL_synth_top_cell_area_share_pct=41.8
export IMPL_cp_start_kind="primary input"
export IMPL_cts_max_path_buffers=2
export IMPL_seqPwrFrac_pct=54.3
export IMPL_area_growth_pct=14.5
export IMPL_max_freq_ghz=0.335
export IMPL_num_fill_cells=502
export IMPL_grt_max_degree=18
export IMPL_synth_edff_count=1
export IMPL_combPwrFrac_pct=0.9
export IMPL_dieHeight_um=73.5
export IMPL_ff_type="dfxtp_1"
export IMPL_postSynthCellCount=183
export IMPL_diodes=0
==> cell families after synthesis <==
family / synth area share, %
simple gates: 31.9
flops: 43.8
xor+xnor: 13.2
compound gates: 6.62
buf+inv: 3.10
mux: 0.654
fa+ha+maj: 0.817
==> layout make-up <==
class	instances	area, um^2	share of cell area [%]
Clock buffer	7	96.3	5.49
Multi-Input combinational cell	140	816	46.5
Sequential cell	33	671	38.2
Inverter	4	15.0	0.856
Tap cell	67	83.8	4.78
Timing Repair Buffer	7	67.6	3.85
Clock inverter	1	5.00	0.285
==> cell usage in the layout, fill, tap and decap left out, types with 2 or more instances in the layout <==
cell type	n
dfxtp_1	32
nor2_1	31
nand2_1	15
nand3_1	12
xnor2_1	12
xor2_1	11
a21oi_1	8
nand4_1	7
nor3_1	7
clkbuf_8	7
nor4_1	6
o21ai_0	6
or3_1	6
clkdlybuf4s50_1	6
inv_1	4
and4_1	3
and3_1	2
==> sequential cells by signal, indices dropped and copies added (netlist names) <==
signal            count
ap.counter_value     32
ap.divided_clk        1
==> per-layer routing <==
layer	up-vias	part of all wire, %
met1	554	52
li1	657	-
met2	25	42
met4	0	1.2
met3	5	4.2
met5	-	0
==> through the flow <==
stage | utilization (%) | area (um^2) | setup WS [ps]
after floorplan | - | 1530 | 2640
after CTS | 36.4 | 1750 | 1700
after detailed placement | 34.3 | 1650 | 1700
final | 36.4 | 1750 | 1710
after global routing | 36.4 | 1750 | 1660
after global placement | 34.3 | 1650 | 1730
==> power by group through the flow <==
| stage | logic [mW] | clock network, mW | registers [mW] |
|---|---|---|---|
| global route | 0.00483 | 0.252 | 0.280 |
| CTS | 0.00450 | 0.239 | 0.281 |
| finish | 0.00449 | 0.232 | 0.281 |
==> path summary, 6_finish.rpt <==
check | slack (ps) | end | cells after the start
max | 1710 | clock8bit | 4
min | 470 | ap.counter_value[0] | 1
max reg2reg | 2260 | ap.counter_value[18] | 7
min reg2reg | 470 | ap.counter_value[0] | 1
Power is estimated from default activity; no workload was simulated.
